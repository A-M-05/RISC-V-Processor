### flow/config.mk
export PLATFORM = sky130hd
export DESIGN_NAME = processor
export DESIGN_NICKNAME = processor
export VERILOG_FILES = /design/flow/design.v
export SDC_FILE = /design/flow/constraint.sdc
export NUM_CORES = 4
export LEC_CHECK = 1
export CORE_UTILIZATION = 50
### flow/constraint.sdc
current_design processor

set clk_period 22.1
set clk_io_pct 0.2

create_clock -name clk0 -period $clk_period [get_ports {clk}]

set non_clock_inputs [all_inputs -no_clocks]
set_input_delay [expr $clk_period * $clk_io_pct] -clock clk0 $non_clock_inputs
set_output_delay [expr $clk_period * $clk_io_pct] -clock clk0 [all_outputs]
### flow/design.v
`timescale 1ns / 1ps
module alu_32(
    input  [31:0] A_in, B_in,       
    input  [3:0]  ALU_Sel,          
    output [31:0] ALU_Out,          
    output reg    Carry_Out,
    output        Zero,             
    output reg    Overflow = 1'b0   
);
    reg [31:0] ALU_Result;
    reg [32:0] temp;
    reg [32:0] twos_com;            
    assign ALU_Out = ALU_Result;       
    assign Zero = (ALU_Result == 0);   
    always @(*) 
        begin
            Overflow = 1'b0;
            Carry_Out = 1'b0;
            case(ALU_Sel)
                4'b0000:  
                    ALU_Result = A_in & B_in;
                4'b0001:  
                    ALU_Result = A_in | B_in;
                4'b0010:  
                    begin
                        ALU_Result = $signed(A_in) + $signed(B_in);
                        temp = {1'b0, A_in} + {1'b0, B_in};
                        Carry_Out = temp[32];
                        if ((A_in[31] & B_in[31] & ~ALU_Out[31]) | 
                            (~A_in[31] & ~B_in[31] & ALU_Out[31]))
                            Overflow = 1'b1;
                        else
                            Overflow = 1'b0;
                    end
                4'b0110:  
                    begin
                        ALU_Result = $signed(A_in) - $signed(B_in);
                        twos_com = ~(B_in) + 1'b1;
                        if ((A_in[31] & twos_com[31] & ~ALU_Out[31]) | 
                            (~A_in[31] & ~twos_com[31] & ALU_Out[31]))
                            Overflow = 1'b1;
                        else
                            Overflow = 1'b0;
                    end
                4'b0111:  
                    ALU_Result = ($signed(A_in) < $signed(B_in)) ? 32'd1 : 32'd0;
                4'b1100:  
                    ALU_Result = ~(A_in | B_in);
                4'b1111:  
                    ALU_Result = (A_in == B_in) ? 32'd1 : 32'd0;
                default: 
                    ALU_Result = A_in + B_in;
            endcase
        end
endmodule
`timescale 1ns / 1ps
module ALUController(
    ALUOp, Funct7, Funct3, Operation
    );
    input [1:0] ALUOp;
    input [6:0] Funct7;
    input [2:0] Funct3;
    output [3:0] Operation;
    assign Operation[0] = ((Funct3 == 3'b110) || ((Funct3 == 3'b010) && (ALUOp[0] == 1'b0))) ? 1'b1 : 1'b0;
    assign Operation[1] = (Funct3[2] == 1'b0) ? 1'b1 : 1'b0;
    assign Operation[2] = ((Funct3 == 3'b100) || ((Funct3 == 3'b010) && (ALUOp[0] == 1'b0)) || (Funct7 == 7'b0100000)) ? 1'b1 : 1'b0;
    assign Operation[3] = (Funct3 == 3'b100) ? 1'b1 : 1'b0;
endmodule
`timescale 1ns / 1ps
module Controller(
    Opcode,
    ALUSrc, MemtoReg, RegWrite, MemRead, MemWrite,
    ALUOp
    );
    input [6:0] Opcode;
    output ALUSrc, MemtoReg, RegWrite, MemRead, MemWrite;
    output [1:0] ALUOp;
    assign MemtoReg = (Opcode == 7'b0000011) ? 1'b1 : 1'b0;
    assign MemWrite = (Opcode == 7'b0100011) ? 1'b1 : 1'b0;
    assign MemRead = (Opcode == 7'b0000011) ? 1'b1 : 1'b0;
    assign ALUSrc = (Opcode == 7'b0110011) ? 1'b0 : 1'b1;
    assign RegWrite = (Opcode == 7'b0100011) ? 1'b0 : 1'b1;
    assign ALUOp = (Opcode == 7'b0110011) ? 2'b10 : (Opcode == 7'b0010011) ? 2'b00 : 2'b01;
endmodule
`timescale 1ns / 1ps
module DataMem(MemRead, MemWrite, addr, write_data, read_data);
    input MemRead, MemWrite;
    input [8:0] addr;
    input [31:0] write_data;
    output [31:0] read_data;
    reg [31:0] data_memory [127:0];
    assign read_data = (MemRead == 1'b1) ? data_memory[addr[8:2]] : 32'b0;
    always @(*) begin
        if (MemWrite)
            data_memory[addr[8:2]] = write_data;
    end
endmodule
`timescale 1ns / 1ps
module data_path #(
    parameter PC_W = 8,          
    parameter INS_W = 32,        
    parameter RF_ADDRESS = 5,    
    parameter DATA_W = 32,       
    parameter DM_ADDRESS = 9,    
    parameter ALU_CC_W = 4       
)(
    input  clk,                  
    input  reset,                
    input  reg_write,            
    input  mem2reg,              
    input  alu_src,              
    input  mem_write,            
    input  mem_read,             
    input  [ALU_CC_W-1:0] alu_cc,  
    output [6:0] opcode,         
    output [6:0] funct7,         
    output [2:0] funct3,         
    output [DATA_W-1:0] alu_result  
);
    wire [7:0] PC;
    wire [7:0] PCPlus4;
    assign PCPlus4 = PC + 3'b100;
    FlipFlop flip_flop(
        .clk(clk),
        .reset(reset),
        .d(PCPlus4),
        .q(PC)
    );
    wire [31:0] Instruction;
    InstMem inst_mem(
        .addr(PC),
        .instruction(Instruction)
    );
    assign opcode = Instruction[6:0];
    assign funct3 = Instruction[14:12];
    assign funct7 = Instruction[31:25];
    wire [31:0] WriteBack_Data;
    wire [31:0] Reg1;
    wire [31:0] Reg2;
    wire [RF_ADDRESS-1:0] rd_rg_wrt_wire;
    wire [RF_ADDRESS-1:0] rd_rg_addr_wire1;
    wire [RF_ADDRESS-1:0] rd_rg_addr_wire2;
    assign rd_rg_wrt_wire = Instruction[11:7];
    assign rd_rg_addr_wire1 = Instruction[19:15];
    assign rd_rg_addr_wire2 = Instruction[24:20];
    RegFile reg_file(
        .clk(clk),
        .reset(reset),
        .rg_wrt_en(reg_write),
        .rg_wrt_addr(rd_rg_wrt_wire),
        .rg_rd_addr1(rd_rg_addr_wire1),
        .rg_rd_addr2(rd_rg_addr_wire2),
        .rg_wrt_data(WriteBack_Data),
        .rg_rd_data1(Reg1),
        .rg_rd_data2(Reg2)
    );
    wire [31:0] ExtImm;
    ImmGen imm_gen(
        .InstCode(Instruction[31:0]),
        .ImmOut(ExtImm)
    );
    wire [31:0] SrcB;
    Mux mux01(
        .S(alu_src),
        .D1(Reg2),
        .D2(ExtImm),
        .Y(SrcB)
    );
    wire [31:0] ALU_Result;
    alu_32 alu(
        .A_in(Reg1),
        .B_in(SrcB),
        .ALU_Sel(alu_cc),
        .ALU_Out(ALU_Result)
    );
    assign alu_result = ALU_Result;
    wire [31:0] DataMem_read;
    DataMem datamem(
        .MemRead(mem_read),
        .MemWrite(mem_write),
        .addr(ALU_Result[8:0]),
        .write_data(Reg2),
        .read_data(DataMem_read)
    );
    Mux mux10(
        .S(mem2reg),
        .D1(ALU_Result),
        .D2(DataMem_read),
        .Y(WriteBack_Data)
    );
endmodule
`timescale 1ns / 1ps
module FlipFlop(clk, reset, d, q);
    input wire clk;
    input wire reset;
    input wire [7:0] d;
    output reg [7:0] q;
    always @(posedge clk) begin
        if(reset)
            q <= 8'b0;
        else
            q <= d;
    end
endmodule
`timescale 1ns / 1ps
module ImmGen(
    InstCode,
    ImmOut
    );
    input [31:0] InstCode;
    output reg [31:0] ImmOut;
    always @(InstCode) begin
        case (InstCode[6:0])
            7'b0000011:
                ImmOut = {InstCode[31] ? {20{1'b1}} : 20'b0, InstCode[31:20]};
            7'b0010011:
                ImmOut = {InstCode[31] ? {20{1'b1}} : 20'b0, InstCode[31:20]};
            7'b0100011:
                ImmOut = {InstCode[31] ? {20{1'b1}} : 20'b0, InstCode[31:25] , InstCode[11:7]};
            7'b0010111:
                ImmOut = {InstCode[31:12], 12'b0};
            default:
                ImmOut = {32'b0};
        endcase
    end     
endmodule
`timescale 1ns / 1ps
module InstMem(
    input [7:0] addr,
    output wire [31:0] instruction
);
    reg [31:0] memory [63:0];
    initial begin
        memory[0] = 32'h00007033;  
        memory[1] = 32'h00100093;  
        memory[2] = 32'h00200113;  
        memory[3] = 32'h00308193;  
        memory[4] = 32'h00408213;  
        memory[5] = 32'h00510293;  
        memory[6] = 32'h00610313;  
        memory[7] = 32'h00718393;  
        memory[8] = 32'h00208433;  
        memory[9] = 32'h404404b3;  
        memory[10] = 32'h00317533;  
        memory[11] = 32'h0041e5b3;  
        memory[12] = 32'h0041a633;  
        memory[13] = 32'h007346b3;  
        memory[14] = 32'h4d34f713;  
        memory[15] = 32'h8d35e793;  
        memory[16] = 32'h4d26a813;  
        memory[17] = 32'h4d244893;  
        memory[18] = 32'h02b02823;  
        memory[19] = 32'h03002603;  
    end
    assign instruction = memory[addr[7:2]];
endmodule
`timescale 1ns / 1ps
module Mux(
    input S,
    input [31:0] D1,
    input [31:0] D2,
    output [31:0] Y
    );
    assign Y = (S == 1'b0) ? D1 : D2;
endmodule
`timescale 1ns / 1ps
module RegFile(
    clk, reset, rg_wrt_en,
    rg_wrt_addr,
    rg_rd_addr1,
    rg_rd_addr2,
    rg_wrt_data,
    rg_rd_data1,
    rg_rd_data2
    );
    input clk;
    input reset;
    input rg_wrt_en;
    input [4:0] rg_wrt_addr;
    input [4:0] rg_rd_addr1;
    input [4:0] rg_rd_addr2;
    input [31:0] rg_wrt_data;
    output wire [31:0] rg_rd_data1;
    output wire [31:0] rg_rd_data2;
    reg [31:0] register_file [0:31];
    integer i;
    always @(posedge reset or posedge clk) begin
        if (reset) begin
            for (i = 0; i < 32; i = i + 1)
                register_file[i] = 32'b0;
        end
        else if (rg_wrt_en) begin
            register_file[rg_wrt_addr] = rg_wrt_data;
        end     
    end
    assign rg_rd_data1 = register_file[rg_rd_addr1];
    assign rg_rd_data2 = register_file[rg_rd_addr2];
endmodule
`timescale 1ns / 1ps
module processor(
    input clk, reset,
    output [31:0] Result
    );
    wire [2:0] f3;
    wire [6:0] f7;
    wire [6:0] opcode;
    wire MemtoReg;
    wire MemWrite;
    wire MemRead;
    wire ALUSrc;
    wire RegWrite;
    wire [1:0] ALUOp;
    wire [3:0] Operation;
    Controller controller(
        .Opcode(opcode),
        .ALUSrc(ALUSrc),
        .MemtoReg(MemtoReg),
        .RegWrite(RegWrite),
        .MemRead(MemRead),
        .MemWrite(MemWrite),
        .ALUOp(ALUOp)
    );
    ALUController alu_controller(
        .ALUOp(ALUOp),
        .Funct7(f7),
        .Funct3(f3),
        .Operation(Operation)
    );
    data_path datapath(
        .clk(clk),
        .reset(reset),
        .reg_write(RegWrite),
        .mem2reg(MemtoReg),
        .alu_src(ALUSrc),
        .mem_write(MemWrite),
        .mem_read(MemRead),
        .alu_cc(Operation),
        .opcode(opcode),
        .funct7(f7),
        .funct3(f3),
        .alu_result(Result)
    );
endmodule
### flow/run.sh
#!/bin/bash
# OpenROAD 26Q1-2900-gdf79404cd8, Yosys 0.63+post, stock flow scripts
make -C /OpenROAD-flow-scripts/flow DESIGN_CONFIG=/design/flow/config.mk WORK_HOME=/design/flow/orfs finish
==> flow_metrics.tcl <==
# metrics dict for downstream scripts
set metrics [dict create \
    synthArstFlopShare_pct 19.9 \
    synthesis.area_um2 144000 \
    dieWidth_um 539 \
    lastStage "global routing (5_1_grt)" \
    largest_area_cell "dlxtn_1" \
    fp_util_pct 50.4 \
    pre_cts_slack_ns 9.26 \
    xor_share_pct 0.134 \
    status "stopped before the end" \
    unclocked_regs 4096 \
    place_congestion 1.33 \
    synth.cellmix.compoundShare_pct 21.7 \
    adder_share_pct 0.991 \
    grt_use_total_pct 85.9 \
    untimed_endpoints 4096 \
    ios 34 \
    muxShareOfSynthArea_pct 3.62 \
    rows 196 \
    edf_count 0 \
    die_height_um 539 \
    io_buffers 33 \
    simple_gate_share_pct 9.33 \
    numCtsBuffers 83 \
    cts_resized 0 \
    syn_inst 14100 \
    overflow 404 \
    post_dp_cell_area_um2 156000 \
    top_cell_area_share_pct 42.7 \
    cts.htree.levels 3 \
    cts_hold_buf 0 \
    grt_pass1_vias 162000 \
    grt_max_degree 139 \
    cts_buffer_depth 3 \
    top_logic_kind "AND-OR/OR-AND gates" \
    tool.error "[ERROR GRT-0116] Global routing finished with congestion. Check the congestion regions in the DRC Viewer." \
    synth_flops 5148 \
    ys_area_um2 144000 \
    grt_pass1_wl_um 1620000 \
    synthesis.area_per_instance_um2 10.2 \
    area_leaders "dlxtn_1 43%, dfrtp_1 18%, a22oi_1 7.4%, nand2_1 3.0%, mux2_2 2.8%" \
    yosys-stat-cells 14100 \
    post_cts_buffers 0 \
    cts_root_buf "clkbuf_16" \
    synth_top_flop_cell "dlxtn_1" \
    ys_warn_count 8 \
    hpwl_um 712000 \
    synth_cell_types 104 \
]
[synthesized netlist by cell type (all sizes together), types with 37 or more instances]
| cell | n |
|---|---|
| nor4 | 98 |
| dlxtn | 4096 |
| clkbuf | 689 |
| a21oi | 387 |
| nor2 | 421 |
| mux2i | 114 |
| ha | 111 |
| o31ai | 50 |
| nand3 | 294 |
| nand2 | 1161 |
| o211ai | 57 |
| o21ai | 838 |
| buf | 362 |
| a222oi | 49 |
| a22oi | 1427 |
| o22a | 46 |
| a2111oi | 82 |
| or4 | 44 |
| a32o | 67 |
| and3 | 134 |
| a32oi | 69 |
| inv | 111 |
| dfrtp | 1024 |
| mux2 | 362 |
| a221o | 37 |
| a221oi | 347 |
| o2bb2ai | 37 |
| nor3 | 204 |
| o22ai | 114 |
| a211oi | 62 |
| nand4 | 320 |
| a22o | 388 |
[through the flow]
step	instances	TNS [ns]	util, %	total power, mW
floorplan	14100	-5.43	-	10.6
global placement	18000	0	54.6	16.7
detailed placement	18000	0	54.6	16.7
CTS	18100	0	55.6	18.4
[per-layer routing]
metal  GRT usage, %  overflow
met3           80.6        80
met5           64.2         9
met2           93.9       126
met4           81.1       139
met1           86.1        50
[cells by family after synthesis]
| family | after synthesis |
|---|---|
| AND-OR/OR-AND | 4335 |
| XOR/XNOR | 22 |
| adder cells (fa/ha/maj) | 113 |
| buffers and inverters | 1166 |
| flip-flops | 1052 |
| latches | 4096 |
| multiplexers | 476 |
| AND/OR/NAND/NOR | 2837 |
Power and IR drop assume default switching activity.
